===== flow/run.sh =====
#!/bin/bash
# OpenROAD 26Q1-2900-gdf79404cd8, Yosys 0.63+post, stock flow scripts
make -C /OpenROAD-flow-scripts/flow DESIGN_CONFIG=/design/flow/config.mk WORK_HOME=/design/flow/orfs finish

===== flow/config.mk =====
export PLATFORM = sky130hd
export DESIGN_NAME = conectBox
export DESIGN_NICKNAME = conectBox
export VERILOG_FILES = /design/flow/design.v
export SDC_FILE = /design/flow/constraint.sdc
export NUM_CORES = 4
export LEC_CHECK = 1
export CORE_UTILIZATION = 40

===== flow/constraint.sdc =====
current_design conectBox

set clk_period 4.6
set clk_io_pct 0.2

create_clock -name clk0 -period $clk_period [get_ports {iClock}]

set non_clock_inputs [all_inputs -no_clocks]
set_input_delay [expr $clk_period * $clk_io_pct] -clock clk0 $non_clock_inputs
set_output_delay [expr $clk_period * $clk_io_pct] -clock clk0 [all_outputs]

===== flow/design.v =====
module conectBox(iResetn, iClock, nextStep, up, down, left, right, oX, oY, oColour, oPlot);
parameter CHARACTER_WIDTH=7'd12;
input iResetn, iClock, nextStep, up, down, left, right;
output oPlot;
output wire [7:0] oX;
output wire [6:0] oY;
output wire [5:0] oColour;  
wire oDone, body, face, Leye, Reye, moveNow, FINALDONE;
wire [7:0]  iX;
wire [6:0]  iY;
wire [27:0] FrameCounter;
wire [7:0] stepsLeft;
wire [5:0] iColour;
wire [1:0] counter;
wire [7:0] X_DIM, Y_DIM;
cData cdata(iResetn, iClock, start, body, face, Leye, Reye, FINALDONE ,increm, up, down, left, right, iX, iY, X_DIM, Y_DIM, iColour, counter, stepsLeft, moveNow);
cControl ccontrol(iResetn, iClock, nextStep, oDone, counter, FrameCounter, stepsLeft, start, body, face, Leye, Reye, FINALDONE, increm);
moveBox move(iColour, iResetn, iClock, moveNow, FINALDONE, counter, nextStep, stepsLeft, iX, iY, X_DIM, Y_DIM, oX, oY, oColour, oPlot, FrameCounter, oDone); 
endmodule
module cControl(iResetn, iClock, nextStep, oDone, counter, FrameCounter, stepsLeft, start, body, face, Leye, Reye, FINALDONE, increm);
input iResetn, iClock, nextStep, oDone;
input [1:0] counter;
input [27:0] FrameCounter;
input [7:0] stepsLeft;
output reg start, body, face, Leye, Reye, FINALDONE, increm;
reg [4:0] current_state, next_state;
localparam 
		START=5'd0,
		loadBODY=5'd1,
		BODY=5'd2,
		loadFACE=5'd3,
                FACE = 5'd4,
		loadL_EYE=5'd5,
                L_EYE = 5'd6,
		loadR_EYE=5'd7,
                R_EYE = 5'd8, 
                WAIT =5'd9,
		INCREM=5'd10;
	always@(*)
    begin: state_table
            case (current_state)
		START: next_state=loadBODY;
		loadBODY: next_state=BODY;
		BODY: next_state=oDone ? loadFACE : BODY;
		loadFACE: next_state=FACE;
		FACE: next_state=oDone ? loadL_EYE : FACE;
		loadL_EYE: next_state=L_EYE;
		L_EYE: next_state=oDone ? loadR_EYE : L_EYE;
		loadR_EYE: next_state=R_EYE;
	 	R_EYE: next_state=oDone ? WAIT : R_EYE;
		WAIT: begin 
		if((nextStep==1'b1 || stepsLeft!=1'b0) && counter==2'b1)
		next_state= FrameCounter==0 ? loadBODY : WAIT ;
		else
		next_state=counter? WAIT: INCREM;
		end
		INCREM: next_state=loadBODY;
	endcase
	end
	always @(*)
    begin: enable_signals
	start=1'b0;
	body=1'b0;
	face=1'b0; 
	Leye=1'b0;
	Reye=1'b0; 
	FINALDONE=1'b0;
	increm=1'b0;
  case (current_state)
	   START: start=1'b1;
	   loadBODY: begin
                body=1'b1;
                end
           loadFACE: begin
		face=1'b1;
		end
	   loadL_EYE: begin
		Leye=1'b1;
		end
	   loadR_EYE: begin
		Reye=1'b1; 
		end	
	WAIT: begin
		FINALDONE=1'b1;  
		end
	INCREM: begin
		increm=1'b1;
		end	
       endcase
end  
    always@(posedge iClock)
    begin: state_FFs
        if(!iResetn)  
            current_state <= START;
        else
            current_state <= next_state;
    end  
endmodule
module cData(iResetn, iClock, start, body, face, Leye, Reye, FINALDONE ,increm, up, down, left, right, iX, iY, X_DIM, Y_DIM, iColour, counter, stepsLeft, moveNow);  
parameter CHARACTER_WIDTH=7'd12,
	  START_X=8'd20,
	  START_Y=7'd20,
	  STEP_SIZE=8'd2;
input iResetn, iClock, start, body, face, Leye, Reye, FINALDONE ,increm, up, down, left, right;
output reg [7:0] iX;
output reg [6:0] iY;
output reg [5:0] iColour;
output reg [1:0] counter;
output reg [7:0] stepsLeft;
output reg moveNow;
output reg [7:0] X_DIM, Y_DIM;
reg [7:0] ix;
reg [6:0] iy;
always @ (posedge iClock)
begin
if(start==1)
begin
ix<=START_X;
iy<=START_Y;
counter<=2'b0;
stepsLeft<=0;
moveNow=0;
end
else if(body==1)
begin
begin
iX=ix+CHARACTER_WIDTH/2'd3;  
iY=iy+CHARACTER_WIDTH-1;
iColour=6'b101011;
X_DIM=CHARACTER_WIDTH/2'd3;
Y_DIM=CHARACTER_WIDTH/2;
end
begin
if(stepsLeft==0 && counter==1)
stepsLeft<=STEP_SIZE;
end
moveNow<=0;
end
else if(face==1)
begin
iX<=ix;
iY<=iy;
iColour=6'b111110;  
X_DIM=CHARACTER_WIDTH;
Y_DIM=CHARACTER_WIDTH-2;
end
else if (Leye==1)
begin
iX<=ix+CHARACTER_WIDTH/5;
iY<=iy+CHARACTER_WIDTH/4;
iColour<=6'b000000;
X_DIM=CHARACTER_WIDTH/3'd5;
Y_DIM=CHARACTER_WIDTH/3'd5;
end
else if (Reye==1)
begin
iX<=ix+CHARACTER_WIDTH*3/5+1;
iY<=iy+CHARACTER_WIDTH/4;
iColour=6'b000000;
X_DIM=CHARACTER_WIDTH/3'd5;
Y_DIM=CHARACTER_WIDTH/3'd5;
begin 
if(counter==1)
stepsLeft=stepsLeft-1;
else  
counter=2'd2;
end
counter=counter-1;  
end
else if (increm==1)
begin
moveNow<=1;
begin
if(up==1)
iy<=iy-3;
else if(down==1)
iy<=iy+3;
else if(right==1)
ix<=ix+3;
else if(left==1)
ix<=ix-3;
end
end
end
endmodule 
module drawBox(go, erase, iClock, iResetn, iColour, iX, iY, X_DIM, Y_DIM, oX, oY, oColour, oPlot, oDone);
   parameter X_SCREEN_PIXELS = 10'd640;
   parameter Y_SCREEN_PIXELS = 9'd480;
   input wire go, iResetn, erase, iClock;
   input wire [5:0] iColour;
   input wire [7:0] X_DIM, Y_DIM;
   input wire [7:0] iX;
   input wire [6:0] iY;
   output wire [7:0] oX;          
   output wire [6:0] oY;
   output wire [5:0] oColour;      
   output wire 	     oPlot;        
   output wire       oDone;        
   wire ld_count, ld_xyc, ld_draw;
  control c(go, iClock, iResetn, oDone,ld_count,ld_xyc,ld_draw);
  datapath d(iClock, iResetn, erase, iColour, iX, iY, X_DIM, Y_DIM ,ld_count, ld_xyc, ld_draw, oX, oY, oColour, oPlot, oDone);
endmodule
module control(go, iClock, iResetn, oDone,ld_count,ld_xyc,ld_draw);
input go, iClock, iResetn, oDone;
output reg ld_count, ld_xyc, ld_draw;
reg [5:0] current_state, next_state;
   localparam   
		START           =4'd1, 
		ACCEPT        = 4'd2,
                DRAW   = 4'd3;
  always@(*)
    begin: state_table
            case (current_state)
		START: next_state = go ? ACCEPT : START;
		ACCEPT: next_state = DRAW;
		DRAW: next_state = oDone ? START : DRAW;  
        endcase
    	end  
	always @(*)
    	begin: enable_signals
       ld_count=1'b0;
       ld_xyc = 1'b0;
       ld_draw = 1'b0;
  case (current_state)
	    START: ld_count=1'b1;
            ACCEPT: ld_xyc = 1'b1;
            DRAW: ld_draw = 1'b1;
       endcase
end  
    always@(posedge iClock)
    begin: state_FFs
        if(!iResetn)
            current_state <= START;
        else
            current_state <= next_state;
    end  
endmodule  
module datapath(iClock, iResetn, erase, iColour, iX, iY, X_DIM, Y_DIM ,ld_count, ld_xyc, ld_draw, oX, oY, oColour, oPlot, oDone);
   input iClock, iResetn, erase, ld_count, ld_xyc, ld_draw;
input[7:0] X_DIM, Y_DIM ;
   parameter X_SCREEN_PIXELS = 8'd160, 
             Y_SCREEN_PIXELS = 7'd120;
   input [5:0] iColour;
   input [7:0] iX;
   input [6:0] iY;
    output reg [7:0] oX;        
    output reg [6:0] oY;
    reg [7:0] oX1;          
    reg [6:0] oY1;
    output reg oDone; 
    reg [7:0] xDim, yDim;  
    output reg [5:0] oColour;  
    output oPlot; 
    reg [5:0] xcounter, ycounter;
assign oPlot= ld_draw;
	always @ (posedge iClock) 
	begin
	oDone<=(xcounter==(xDim) && ycounter==(yDim) &&(ld_draw) );
		if(ld_count)
		begin
		xcounter<=0;
		ycounter<=1;
		end
  		else if(ld_xyc)
		begin
		oX1<= iX;
		oX<= iX;
		oY<= iY;
		oY1<= iY;
	        oColour <= (erase ? 6'b111111 : iColour);  
		xDim <=X_DIM;  
		yDim <=Y_DIM;
		end
	else if(xcounter<=(xDim-1) && ycounter<=(yDim)&&(ld_draw) )
	begin
	oX=oX1+xcounter;
	xcounter=xcounter+1;
	end
	else if (xcounter>(xDim-1) && ycounter<=(yDim-1) && (ld_draw))
	begin
	oX=oX1;
	oY=oY1+ycounter;
	ycounter=ycounter+1;
	xcounter<=1;
	end
	end
	endmodule
module moveBox(iColour, iResetn, iClock, moveNow, FINALDONE, counter, nextStep, stepsLeft, iX, iY, X_DIM, Y_DIM, oX, oY, oColour, oPlot, FrameCounter, oDone); 
   input wire [5:0] iColour;
   output wire [5:0] oColour;      
   input wire iResetn;
   input wire iClock;
   input [1:0] counter;
   input[7:0] stepsLeft;
   input nextStep;
   input wire [7:0] iX;
   input wire [6:0] iY;
   input wire [7:0] X_DIM, Y_DIM;
   input wire moveNow, FINALDONE;
   output wire [7:0] oX;          
   output wire [6:0] oY;
   output wire 	     oPlot;        
   output wire oDone;
   wire set, erase, go, _wait;
   output wire[27:0] FrameCounter;  
   parameter
     X_BOXSIZE = 8'd4,    
     Y_BOXSIZE = 7'd4,    
     X_SCREEN_PIXELS = 9,   
     Y_SCREEN_PIXELS = 7,   
     CLOCKS_PER_SECOND = 5000,  
     X_MAX = X_SCREEN_PIXELS - 1 - X_BOXSIZE,  
     Y_MAX = Y_SCREEN_PIXELS - 1 - Y_BOXSIZE,
     STEP_SIZE=8'd2,
     FRAMES_PER_UPDATE = 27'd250000000,
     PULSES_PER_SIXTIETH_SECOND = CLOCKS_PER_SECOND / 60,
      CLOCK_FREQUENCY=50  
	       ;
Control C_move(iResetn, iClock, oDone, counter, moveNow, nextStep, stepsLeft, FrameCounter, FINALDONE, set, erase, go, _wait);
Datapath D_move(iResetn, iClock, set, _wait, FrameCounter);
drawBox draw(go, erase, iClock, iResetn, iColour, iX, iY, X_DIM, Y_DIM, oX, oY, oColour, oPlot, oDone);  
endmodule
 module Control(iResetn, iClock, oDone, counter, moveNow, nextStep, stepsLeft, FrameCounter, FINALDONE, set, erase, go, _wait);
   input iResetn, iClock, oDone, moveNow, FINALDONE, nextStep;
   input [1:0] counter;
   input wire [27:0] FrameCounter;
   input wire [7:0] stepsLeft;
output reg set, erase, go, _wait;
reg [4:0] current_state, next_state;
   localparam 
		START=4'd0,	
		SET_UP=4'd1,
                DRAW = 4'd2,
                WAIT = 4'd3,
                CLEAR = 4'd4;
	always@(*)
    begin: state_table
            case (current_state)
		START: next_state=SET_UP;
		SET_UP: begin
		if(FINALDONE==1)
		next_state=WAIT;
		else
		next_state = counter ? CLEAR : DRAW;
		end
		DRAW: begin
		next_state= oDone ? SET_UP : DRAW;
		end
		WAIT: next_state= (((nextStep==1'b1 || stepsLeft!=0) && counter==2'b1 && FrameCounter==0 )|| moveNow==1) ? SET_UP : WAIT; 
	 	CLEAR: next_state= oDone ? SET_UP : CLEAR;
	endcase
	end
	always @(*)
    begin: enable_signals
	set=0;
	_wait=0;
	erase=0;
	go=0;
  case (current_state)
	   SET_UP: set=1;
           DRAW: begin
		erase=0;
		go=1;
		end
	   WAIT: _wait=1;
	   CLEAR: begin
		erase=1;
		go=1;
		end	
       endcase
end  
    always@(posedge iClock)
    begin: state_FFs
        if(!iResetn)  
            current_state <= START;
        else
            current_state <= next_state;
    end  
endmodule  
module Datapath(iResetn, iClock, set, _wait, FrameCounter);
input iResetn, iClock, set, _wait; 
output reg [27:0] FrameCounter;
   parameter
     X_BOXSIZE = 8'd4,    
     Y_BOXSIZE = 7'd4,    
     X_SCREEN_PIXELS = 9,   
     Y_SCREEN_PIXELS = 7,   
     CLOCKS_PER_SECOND = 5000,  
     X_MAX = X_SCREEN_PIXELS - 1 - X_BOXSIZE,  
     Y_MAX = Y_SCREEN_PIXELS - 1 - Y_BOXSIZE,
     STEP_SIZE=8'd2,
     FRAMES_PER_UPDATE = 27'd250000000,
     PULSES_PER_SIXTIETH_SECOND = CLOCKS_PER_SECOND / 60,
      CLOCK_FREQUENCY=50  
	       ;
always @ (posedge iClock)
begin
	if (set==1)
	begin
	FrameCounter<=FRAMES_PER_UPDATE;
	end
else if (_wait==1)
	begin
	FrameCounter=FrameCounter-1;
	end
end
endmodule

==> flow_metrics.py <==
# Synthesis and PnR figures
metrics = {
    "synthesis": {
        "yosys-dominant-comb-family": "simple AND/OR/NAND/NOR gates",
        "synthCells": 753,
        "ys_ff": 140,
        "syn-cell-area_sq_um": 7250,
        "async_set_reset_flop_share_out_of_synthesis": 0,
        "ys_cells": 753,
        "yosys_area_sq_um": 7250,
        "ys_sh_simple": 0.207,
        "synthFlopType": "dfxtp_1",
        "synthDominantCellAreaShare": 0.232,
        "ys_sh_aoi": 0.137,
        "topCellsByArea": "edfxtp_1 (23%), dfxtp_1 (21%), ha_1 (6.6%)",
        "synth-adder-area-share": 0.0739,
        "enable_flop_cells": 56,
        "synth.avg_cell_area_sq_um": 9.63,
        "synthXorXnorAreaFrac": 0.0689,
        "unique_cell_types": 71,
        "synth_area_leader_cell": "edfxtp_1",
        "mux_area_frac": 0.0140,
        "yosys_warnings": 10,
    },
    "final_timing": {
        "final_hold_violations": 0,
        "unconstrained_endpoints": 9,
        "maxClockFrequency_mhz": 313,
        "finalClockPeriodUsage": 0.694,
        "relSlewSlack": 0.387,
        "final_period_minus_worst_setup_slack_ns": 3.19,
        "final.setup.tns_ns": 0,
        "timing_max_transition_violations_final": 0,
        "slew_worst_pin_ns": 0.919,
        "rsz0062_at_grt": "false",
        "unclocked_regs": 9,
        "setup_viol": 0,
        "clock_skew_ns": 0.00688,
    },
    "place": {
        "dp.cells": 980,
        "gp_routability_congestion": 0.872,
        "post_place_cell_area_sq_um": 7710,
        "dp_hpwl_um": 10400,
        "io_buffers": 28,
    },
    "cells_and_area": {
        "final_layout_size_suffix_gt1_frac": 0.0750,
        "layout.cells.most_common": "dfxtp_1",
        "finish.instance_area_sq_um": 8320,
        "fillers": 1541,
        "post_layout_nonfiller_instances": 1012,
        "syn2layout_area_growth_pct": 14.8,
        "final_cell_mix": "dfxtp_1 (75), nor2_1 (66), nand2_1 (64)",
        "finalCoreUtilization": 0.476,
    },
    "clock_tree": {
        "tritoncts.num_buffers": 17,
        "buffers_inserted_during_post_cts_setup_optimization": 0,
        "cts-resized-gates": 0,
        "cts.path.max_buffers": 2,
        "worstSkewPairLatency_ns": 0.41,
        "cts_root_buf": "clkbuf_16",
        "cts_h_tree_depth": 4,
        "clk_pin_slew_worst_paths_ns": 0.06,
        "number_of_buffers_inserted_by_hold_repair_at_cts": 0,
        "tritoncts": "built",
    },
    "global_routing": {
        "globalRouteOverflowTotal": 0,
        "groute.layer.met2.usage": 0.265,
        "grt_pass1_wl_um": 24800,
        "grt_antenna_before_repair": 0,
        "first_global_vias": 5039,
        "top_usage_layer": "met1",
        "gr-usage-all-layers": 0.174,
        "pin_count_of_the_biggest_net_entering_global_routing": 44,
        "met3_usage": 0.0329,
        "grt.met1_usage": 0.276,
    },
    "pwr": {
        "total_power_after_layout_mw": 2.65,
        "ir_worst_vdd_mv": 0.255,
        "leakage_power_nw": 3.07,
        "power.density_cell_area_nw_per_um2": 319,
    },
    "die": {
        "io_pins": 29,
        "chipWidth_um": 137,
        "core_area_sq_um": 17500,
        "floorplan.die_area_sq_um": 18700,
        "placement_rows": 48,
        "fp-utilization": 0.415,
        "die_height_um": 137,
    },
    "job": {
        "openroad.warnings": 29,
        "timing.max_cap.violations": 0,
    },
    "critical_path": {
        "critical_path_required_ns": 4.74,
        "timing.critical_path.arrival_ns": 3.33,
        "critical_path.startpoint_type": "flip-flop",
        "critPathKind": "reg -> reg",
        "worst_setup_path_end_kind": "flip-flop",
        "crit_fanout": 11,
    },
    "route": {
        "ant_nets": 0,
        "detail_route.wirelength_um": 14500,
        "drc_errors": 0,
        "via_count": 5424,
        "via_per_inst": 5.36,
        "firstDrtPassIters": 5,
        "diodes": 0,
        "drtIter0Drc": 340,
        "wl_cell_um": 14.4,
    },
    "hold_path": {
        "hold_path.class": "reg -> reg",
    },
    "run_status": {
        "run_status": "completed",
    },
}
==> Yosys cell counts, drive strengths merged (9+ instances only) <==
library cell	count
and2	11
mux2i	9
o21ai	37
clkbuf	27
nand3	17
nor3b	10
nand4	12
edfxtp	56
nand2b	13
nor2	66
dfxtp	75
nor3	17
or3	13
ha	38
dlxtn	9
xnor2	25
xor2	32
inv	40
or4	11
nand2	64
a21oi	36
==> through the flow <==
stage / hold WS (ns) / worst slack (ns)
2_1_floorplan: 0.400 / 1.88
6_report: 0.418 / 1.41
3_3_place_gp: 0.403 / 1.44
4_1_cts: 0.421 / 1.41
3_5_place_dp: 0.407 / 1.42
5_1_grt: 0.426 / 1.21
==> cells by family after synthesis <==
| logic type | Yosys count |
|---|---|
| xor+xnor | 57 |
| fa+ha+maj | 41 |
| mux | 10 |
| simple gates | 283 |
| buf+inv | 73 |
| flops | 131 |
| compound gates | 149 |
| latches | 9 |
==> layout make-up <==
| class | count | area [sq um] | share of cell area |
|---|---|---|---|
| multi-input cells | 540 | 3630 | 0.436 |
| well taps | 225 | 282 | 0.0338 |
| inverters | 40 | 150 | 0.0181 |
| flip-flops and latches | 140 | 3320 | 0.399 |
| repair buffers | 35 | 333 | 0.0400 |
| clock inverters | 13 | 148 | 0.0177 |
| clock buffers | 19 | 458 | 0.0551 |
==> registers in the layout (all words and copies together), names as in the netlist, 2 cells and up <==
signal and count:
ccontrol.next_state 4, cdata.stepsLeft 8, cdata.iY 7, cdata.iColour 3
move.draw.d.ycounter 6, move.draw.d.xcounter 6, cdata.ix 8, move.draw.c.current_state 2
move.draw.c.next_state 2, move.draw.d.oX1 8, move.draw.d.oY1 7, cdata.iX 8
move.draw.d.oColour 3, move.C_move.next_state 3, move.C_move.current_state 3, move.D_move.FrameCounter 28
move.draw.d.xDim 3, move.draw.d.oY 7, cdata.iy 7, move.draw.d.oX 8
ccontrol.current_state 4
==> worst paths after layout <==
kind	from	to	slack, ns	cells after the start
worst max-delay path	move.draw.d.xDim[3]	move.draw.d.oX[0]	1.41	7
worst min register to register	cdata.X_DIM[1]	move.draw.d.xDim[1]	0.42	0
worst min-delay path	cdata.X_DIM[1]	move.draw.d.xDim[1]	0.42	0
worst max register to register	move.draw.d.xDim[3]	move.draw.d.oX[0]	1.41	7
==> metal layers <==
layer	vias to the layer above	part of all wire
li1	2771	-
met1	2541	0.50
met2	103	0.45
met3	9	0.040
met4	0	0.0087
met5	-	0
==> worst max-delay path, cell delays in order, from the launching register on <==
cell	delay, ns
edfxtp_1	0.44
or3_1	0.46
ha_1	0.34
a21oi_1	0.09
o21ba_2	0.21
a21oi_1	0.67
nor2_1	0.26
or2_2	0.46
==> report_power, final <==
group	internal, mW	total [mW]	switching (mW)
Sequential	1.22	1.23	0.00990
Combinational	0.0289	0.0686	0.0397
Clock	0.845	1.36	0.515
Total	2.09	2.65	0.564
No activity file was given, so power comes from the tool's default toggle rates.
